--- flow/design.v ---
`timescale 1ns / 1ps
module apb_master(
output reg [7:0]apb_prdata_out,
output reg pslverr,                      
input pclk,preset,ptransfer,pwrite,write_again,
input [7:0] apb_pwaddr,apb_praddr,
input [7:0] apb_pwdata
    );
   wire pready;
   reg psel,penable;
   reg [7:0]paddr;        
   reg [7:0]pwdata;
   wire [7:0]prdata;              
   reg [1:0]pstate,nstate;
 parameter idle=2'b00,setup=2'b01,access=2'b10,temp=2'b11;
 always @(posedge pclk)begin
 if(!preset)
 begin
 pstate<=idle;
 end
 else
 begin
 pstate<=nstate;
 end
 end
 always @(*)begin
 if(!pwrite)begin
 case(pstate)
 idle : begin
        if(!ptransfer)begin
        psel=0;
        penable=0;
        end
        else
        nstate=setup;
        end
 setup :begin
        if(!pready && ptransfer)begin
        psel=1;
        if(psel && penable)
           pslverr=1;
        end
        else if(!ptransfer) begin
        nstate=idle; end
        else begin
        nstate=access;
        end
        end
 access:begin
        if(pready && ptransfer)begin
        penable=1;
        paddr=apb_praddr;
        apb_prdata_out=prdata;
        end
        else if(!pready && ptransfer)
        begin
        penable=0;
        pslverr=1;
        nstate=setup;
        end
        else
        nstate=idle;
        end
 default :begin
          nstate<=idle;
          end
 endcase
 end
 else begin
 case(pstate)
 idle : begin
        if(!ptransfer)begin
        psel=0;
        penable=0;
        end
        else
        nstate=setup;
        end
 setup :begin
        if(!pready && ptransfer)begin
        psel=1;
        paddr=apb_pwaddr;
        pwdata=apb_pwdata;
         if(psel && penable)
           pslverr=1;
        end
        else if(!ptransfer)begin
        nstate=idle;end
        else begin
            if(apb_pwdata!=pwdata | apb_pwaddr!=paddr)     
            pslverr=1;
            else
            nstate=access;
        end
        end
 access:begin
        if(pready && ptransfer)begin
        penable=1;
        if(!write_again)begin
        nstate=setup;end
        else begin
        nstate=temp;end
        end
        else if(!pready && ptransfer)
        begin
        penable=0;
        pslverr=1;
        end
        else
        nstate=idle;
        end
temp : begin
        paddr=apb_pwaddr;
        pwdata=apb_pwdata;
        nstate=access;
       end
 default:begin
         nstate<=idle;
         end
 endcase
end
end
apb_slave apb1(.pready(pready),.prdata(prdata),.psel(psel),.penable(penable),.pclk(pclk),.pwrite(pwrite),.pwdata(pwdata),.paddr(paddr));
endmodule
`timescale 1ns / 1ps
module apb_slave
(output reg pready,
output reg [7:0]prdata,
input psel,penable,pclk,pwrite,
input [7:0]pwdata,
input [7:0]paddr
);
  reg [7:0]RAM[0:7];
    always @ (posedge pclk)begin
    if(psel)begin
    pready<=1;
        if(penable)begin
            if(pwrite)
            RAM[paddr]<=pwdata;
            else
            prdata<=RAM[paddr];
    end
    end
    else
    pready<=0;
    end
endmodule
--- flow/run.sh ---
#!/bin/bash
# OpenROAD 26Q1-2900-gdf79404cd8, Yosys 0.63+post, stock flow scripts
make -C /OpenROAD-flow-scripts/flow DESIGN_CONFIG=/design/flow/config.mk WORK_HOME=/design/flow/orfs finish
--- flow/config.mk ---
export PLATFORM = sky130hd
export DESIGN_NAME = apb_master
export DESIGN_NICKNAME = apb_master
export VERILOG_FILES = /design/flow/design.v
export SDC_FILE = /design/flow/constraint.sdc
export NUM_CORES = 4
export LEC_CHECK = 1
export CORE_UTILIZATION = 50
--- flow/constraint.sdc ---
current_design apb_master

set clk_period 3.0
set clk_io_pct 0.2

create_clock -name clk0 -period $clk_period [get_ports {pclk}]

set non_clock_inputs [all_inputs -no_clocks]
set_input_delay [expr $clk_period * $clk_io_pct] -clock clk0 $non_clock_inputs
set_output_delay [expr $clk_period * $clk_io_pct] -clock clk0 [all_outputs]
==> impl_metrics.tcl <==
# metrics dict for downstream scripts
set metrics [dict create \
    status "finished clean" \
    design_area_um2 4420 \
    worst_hold_startpoint "apb1.RAM[6][1]$_DFFE_PP_" \
    grt_usage_pct 22.7 \
    crit_path_start_kind "input pin" \
    layout-drive-gt1-share_pct 13.8 \
    grt_pass1_vias 2155 \
    cts-htree-levels 3 \
    core_area_um2 7290 \
    n_antenna_cell 0 \
    antenna_found_initial 0 \
    fp.dieW_um 89.0 \
    warning_count 25 \
    yosysWarnings 2 \
    overflow 0 \
    synth.cell_area_um2 3780 \
    clk_pin_slew_ps 70 \
    drv_cap 0 \
    end_kind "flip-flop" \
    ff2ff_setup_slack_ps 1530 \
    cts_tree "built" \
    vdd_ir_drop_max_v 0.000176 \
    p_leak_nw 1.52 \
    numSynthFlops 103 \
    holdBufCountCts 0 \
    r2r_start "apb1.RAM[0][3]$_DFFE_PP_" \
    cp.required_ps 2970 \
    worstMarginPinSlew_ps 714 \
    finClkSkew_ps 4.50 \
    first_pass_iters 4 \
    routed_wl_um 7390 \
    slowest_stage "nor2_1" \
    powerDensity_nw_per_um2 495 \
    synthFlopType "edfxtp_1" \
    hold_violations 0 \
    min_period_ps 2020 \
    ant_nets 0 \
    dpl.hpwl_um 5290 \
    unconstrained_endpoints 101 \
    fp_util_pct 51.9 \
    insertion_delay_ps 340 \
    viasPerCell 5.28 \
    ys_cells 249 \
    ios 38 \
    cp_top_family "simple AND/OR/NAND/NOR gates" \
    dieHeight_um 89.0 \
    finalClockPeriodUsage_pct 67.2 \
    preCtsSetupSlack_ps 637 \
    grt_setup_unrepaired "no" \
    finalWeightedCongestion 0.830 \
    cts_setup_buffers 0 \
    edf_count 72 \
    slew_headroom_pct 52.2 \
    critical-path-max-stage-delay_ps 610 \
    place_area_um2 4210 \
    grt_pass1_wl_um 11500 \
    reg2reg_depth 2 \
    grt_max_degree 34 \
    min_path_type "flip-flop to flip-flop" \
    fmax_mhz 496 \
    worstHoldEndpoint "apb1.prdata[1]$_DFFE_PP_" \
    rr_endpoint "apb1.prdata[3]$_DFFE_PP_" \
    dieArea_um2 7910 \
    tns_ps 0 \
    clk_path_buf_depth 2 \
    slew_violations 0 \
    critPathKind "input pin to flip-flop" \
    rows 31 \
    drc 0 \
    crit_chain "clkdlybuf4s50_1 -> nand4b_1 -> nor2_1" \
    fin_ws_ps 985 \
    setup_viol 0 \
    unclocked_pins 28 \
    syn_inst 249 \
    synth_cell_type_count 43 \
    worst-path-buf-inv 1 \
    async_reset_ff_share_pct 0 \
    syn_to_final_growth_pct 16.8 \
    port_buffers 36 \
    numCtsBuffers 9 \
    yosys_area_um2 3780 \
    avgSynthCellArea_um2 15.2 \
    vias 2055 \
    clockRootBuffer "clkbuf_8" \
    cts-resized-gates 0 \
    drt-initial-drc-count 79 \
    arrival_ps 1980 \
    cp_max_fo 8 \
    wl_per_cell_um 19.0 \
    hold_path_depth 2 \
]
## layout by cell type, fill, tap and decap left out, types with 2 or more instances in the layout
master,instances
edfxtp_1,72
clkdlybuf4s50_1,36
dlxtn_1,28
mux2_2,14
xnor2_1,14
nor2_1,12
nand2_1,9
clkbuf_8,9
mux2i_1,7
nor2b_1,7
buf_4,6
nand3_1,5
nor3_1,5
a21oi_1,5
mux4_2,4
nand2b_1,4
a22oi_1,4
xor2_1,4
mux4_1,3
a31oi_1,3
o21ai_1,3
nand4_1,3
and2_1,3
dfxtp_1,3
a221oi_1,2
a311o_1,2
nor4_1,2
clkinv_2,2
clkbuf_1,2
bufinv_16,2
## state kept, by name, indices dropped and copies added, names as in the netlist
signal	count
apb1.RAM	64
apb1.prdata	8
apb1.pready	1
apb_prdata_out	8
nstate	2
paddr	8
penable	1
psel	1
pstate	2
pwdata	8
## per-stage QoR
stage	total power, mW	hold WS (ps)	utilization, %	instances
after floorplan	1.33	584	-	249
after global placement	1.40	613	57.7	373
after detailed placement	1.40	628	57.7	373
after CTS	2.20	642	60.6	389
after global routing	2.26	662	60.6	389
final	2.19	638	60.6	389
## how the worst max path moves through the flow
stage	startpoint	endpoint	slack [ps]	depth (start not counted)
CTS	pwrite	apb1.RAM[6][4]$_DFFE_PP_	1010	3
global route	pwrite	apb1.RAM[4][1]$_DFFE_PP_	860	3
finish	pwrite	apb1.RAM[4][3]$_DFFE_PP_	980	3
## area by class of cell
cell class | instances | area [µm²]
flip-flops and latches | 103 | 2640
fillers | 591 | 2880
clock inverters | 5 | 77.6
clock buffers | 11 | 131
repair buffers | 42 | 405
inverters | 1 | 3.75
multi-input cells | 128 | 1030
well taps | 99 | 124
## cells in the mapped netlist, types with 3 or more instances
master    number  area [µm²]
edfxtp_1      72        2160
dlxtn_1       28         420
mux2_2        14         158
xnor2_1       14         123
nor2_1        12        45.0
buf_2         10        50.1
nand2_1        9        33.8
mux2i_1        7        70.1
nor2b_1        7        43.8
a21oi_1        5        25.0
nand3_1        5        25.0
nor3_1         5        25.0
a22oi_1        4        30.0
mux4_2         4        90.1
nand2b_1       4        25.0
xor2_1         4        35.0
a31oi_1        3        18.8
and2_1         3        18.8
clkbuf_1       3        11.3
dfxtp_1        3        60.1
mux4_1         3        78.8
nand4_1        3        18.8
o21ai_1        3        15.0
## cell families (layout without fill, tap and decap cells)
kind of cell	Yosys count	count (layout)	share of synthesized area [%]
xor gates and xnor gates	18	18	4.17
AOI/OAI and AO/OA	24	24	4.33
other	1	1	0.0992
and+or+nand+nor	55	55	7.51
DFF	75	75	58.8
latches	28	28	11.1
muxes	30	30	11.2
buffers and inverters	18	59	2.81
## routing by layer
metal / vias to the layer above / global-route usage (%) / share of wire, %
met3: 14 / 8.43 / 7.2
met2: 94 / 34.5 / 46
li1: 999 / - / -
met1: 948 / 34.7 / 43
met4: 0 / 5.77 / 3.3
met5: - / 0 / 0
## worst min-delay path, stage by stage, from the launching register on
cell and delay [ps]:
edfxtp_1 330, a31oi_1 80, o21ai_1 110
## where the power goes
| group | switching, mW | internal [mW] | total (mW) |
|---|---|---|---|
| registers | 0.0230 | 1.17 | 1.19 |
| logic | 0.0800 | 0.102 | 0.182 |
| clock network | 0.344 | 0.466 | 0.810 |
| total | 0.447 | 1.74 | 2.19 |
Power figures rest on the tool's default switching activity, not on a simulated workload.
